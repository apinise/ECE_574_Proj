==> /design/flow/design.v <==
module SPI(
	input logic SCK,
	input logic CS, 
	input logic MOSI,
  input logic Reset,
	output logic MISO,
	output logic load,
	output logic [7:0] register_address,
	output logic [11:0] register_value,
	output logic [7:0] read_address,
	input logic [11:0] read_value
);
parameter [7:0] 	incoming_write = 8'hFB; 
parameter [7:0]		incoming_read = 8'hFC;
logic [7:0] byte_received, store1, store2, store3;
logic [3:0] count_bits;
logic [1:0] byte_count;
logic [15:0] MISO_reg; 
logic reading, writing, read_que; 
logic begin_count, load_reg;
always_ff @(negedge SCK or posedge Reset) begin
  if (Reset) begin
    MISO          <= '0;
    load_reg      <= '0;
    store3        <= '0;
    store2        <= '0;
    store1        <= '0;
    read_address  <= '0;
  end
  else begin
    if(CS) begin 
      byte_received <= 8'd0;
      begin_count <= 1'b0;
      count_bits <= 4'd0;
      byte_count <= 2'b0; 
      load_reg <= 1'b0;
      writing <= 1'b0;
      reading <= 1'b0;
      read_que <= 1'b0; 
    end else begin 
      load_reg <= 1'b0;
      byte_received <= {byte_received[6:0], MOSI};
      MISO_reg <= {MISO_reg[14:0], 1'b0}; 
      MISO <= MISO_reg[15]; 
      if(read_que) begin 
        read_que <= 1'b0; 
        MISO_reg <= {2'b0, read_value, 2'b0};
      end
      if(begin_count == 1'b1) begin 
        count_bits <= count_bits + 1'b1; 
      end if(byte_count == 2'd3) begin 
        begin_count <= 1'b0; 
        byte_count <= 2'd0;
        if (writing == 1'b1) begin 
          load_reg <= 1'b1;
          writing <= 1'b0; 
        end
      end else if(byte_received == incoming_write && begin_count <= 1'b0) begin 
        begin_count <= 1'b1; 
        writing <= 1'b1; 
        store1 <= 8'd0;
        store2 <= 8'd0;
        store3 <= 8'd0;
      end else if(byte_received == incoming_read && begin_count <= 1'b0) begin 
        reading <= 1'b1; 
        begin_count <= 1'b1; 
      end
      if (count_bits == 4'd7 && writing == 1'b1) begin 
        store1 <= byte_received;
        store2 <= store1;
        store3 <= store2;
        byte_count <= byte_count + 1'b1; 
        count_bits <= 4'd0; 
      end else if (count_bits == 4'd7 && reading == 1'b1) begin 
        reading <= 1'b0; 
        read_address <= byte_received;
        read_que <= 1'b1; 
        byte_count <= byte_count + 1'b1; 
        count_bits <= 4'd0; 
      end else if (count_bits == 4'd7) begin 
        byte_count <= byte_count + 1'b1; 
        count_bits <= 4'd0; 
      end
    end
	end
end 
always_comb begin
	register_address <= store3; 
	register_value <= {store2[3:0], store1};
	load <= load_reg; 
end
endmodule
module filter_top (
  input   logic         Clk,
  input   logic         Reset,
  input   logic [11:0]  Din,
  output  logic [11:0]  Dout,
  input   logic         SCK,
  input   logic         CS,
  input   logic         MOSI,
  output  logic         MISO
);
logic [7:0]   register_address;
logic [11:0]  register_value;
logic [7:0]   read_address;
logic [11:0]  read_value;
logic         load;
fir_transpose fir_filter (
  .Clk(Clk),
  .Reset(Reset),
  .Din(Din),
  .Dout(Dout),
  .write_address(register_address),
  .read_address(read_address),
  .write_value(register_value),
  .load(load),
  .read_value(read_value)
);
SPI spi (
  .SCK(SCK),
  .CS(CS),
  .MOSI(MOSI),
  .Reset(Reset),
  .MISO(MISO),
  .load(load),
  .register_address(register_address),
  .register_value(register_value),
  .read_address(read_address),
  .read_value(read_value)
);
endmodule
module fir_transpose (
  input   logic         Clk,             
  input   logic         Reset,          
  input   logic [11:0]  Din,             
  output  logic [11:0]  Dout,            
  input   logic [7:0]   write_address,   
  input   logic [7:0]   read_address,    
  input   logic [11:0]  write_value,     
  input   logic         load,            
  output  logic [11:0]  read_value       
);
localparam NUMTAPS = 32;
localparam  TAP0  = -12'd3,   
            TAP1  = 12'd0,
            TAP2  = 12'd1,
            TAP3  = 12'd4,
            TAP4  = 12'd10,
            TAP5  = 12'd19,
            TAP6  = 12'd31,
            TAP7  = 12'd46,
            TAP8  = 12'd64,
            TAP9  = 12'd83,
            TAP10 = 12'd103,
            TAP20 = 12'd123,
            TAP21 = 12'd103,
            TAP22 = 12'd83,
            TAP23 = 12'd64,
            TAP24 = 12'd46,
            TAP25 = 12'd31,
            TAP26 = 12'd19,
            TAP27 = 12'd10,
            TAP28 = 12'd4,
            TAP29 = 12'd1,
            TAP30 = 12'd0,
            TAP31 = -12'd3;  
logic signed  [31:0][11:0]  coefficients_r;
logic signed        [11:0]  din_r;
logic signed  [31:0][23:0]  product_c;
logic signed  [31:0][23:0]  sum_r;
integer i;
integer j;
integer l;
genvar  k;
generate
  for (k = 0; k < NUMTAPS; k=k+1) begin : generate_multipliers
    mult12x12 multiplier (
      .Din(din_r),
      .Coeff(coefficients_r[NUMTAPS-k-1]),
      .Product(product_c[k])
    );
  end
endgenerate
always_ff @(posedge Clk or posedge Reset) begin
  if (Reset) begin
    for (j = 0; j < NUMTAPS; j=j+1) begin
      coefficients_r[j] <= '0;
    end   
  end
  else begin
    if (load) begin
      casez(write_address)
        8'd0:   coefficients_r[0]   <= write_value;
        8'd1:   coefficients_r[1]   <= write_value;
        8'd2:   coefficients_r[2]   <= write_value;
        8'd3:   coefficients_r[3]   <= write_value;
        8'd4:   coefficients_r[4]   <= write_value;
        8'd5:   coefficients_r[5]   <= write_value;
        8'd6:   coefficients_r[6]   <= write_value;
        8'd7:   coefficients_r[7]   <= write_value;
        8'd8:   coefficients_r[8]   <= write_value;
        8'd9:   coefficients_r[9]   <= write_value;
        8'd10:  coefficients_r[10]  <= write_value;
        8'd11:  coefficients_r[11]  <= write_value;
        8'd12:  coefficients_r[12]  <= write_value;
        8'd13:  coefficients_r[13]  <= write_value;
        8'd14:  coefficients_r[14]  <= write_value;
        8'd15:  coefficients_r[15]  <= write_value;
        8'd16:  coefficients_r[16]  <= write_value;
        8'd17:  coefficients_r[17]  <= write_value;
        8'd18:  coefficients_r[18]  <= write_value;
        8'd19:  coefficients_r[19]  <= write_value;
        8'd20:  coefficients_r[20]  <= write_value;
        8'd21:  coefficients_r[21]  <= write_value;
        8'd22:  coefficients_r[22]  <= write_value;
        8'd23:  coefficients_r[23]  <= write_value;
        8'd24:  coefficients_r[24]  <= write_value;
        8'd25:  coefficients_r[25]  <= write_value;
        8'd26:  coefficients_r[26]  <= write_value;
        8'd27:  coefficients_r[27]  <= write_value;
        8'd28:  coefficients_r[28]  <= write_value;
        8'd29:  coefficients_r[29]  <= write_value;
        8'd30:  coefficients_r[30]  <= write_value;
        8'd31:  coefficients_r[31]  <= write_value;
        default: coefficients_r[0]  <= coefficients_r[0];
      endcase
    end
  end
end
always_ff @(posedge Clk or posedge Reset) begin
  if (Reset) begin
    read_value <= '0;
  end
  else begin
    casez(read_address)
      8'd0:     read_value  <= coefficients_r[0];
      8'd1:     read_value  <= coefficients_r[1];
      8'd2:     read_value  <= coefficients_r[2];
      8'd3:     read_value  <= coefficients_r[3];
      8'd4:     read_value  <= coefficients_r[4];
      8'd5:     read_value  <= coefficients_r[5];
      8'd6:     read_value  <= coefficients_r[6];
      8'd7:     read_value  <= coefficients_r[7];
      8'd8:     read_value  <= coefficients_r[8];
      8'd9:     read_value  <= coefficients_r[9];
      8'd10:    read_value  <= coefficients_r[10];
      8'd11:    read_value  <= coefficients_r[11];
      8'd12:    read_value  <= coefficients_r[12];
      8'd13:    read_value  <= coefficients_r[13];
      8'd14:    read_value  <= coefficients_r[14];
      8'd15:    read_value  <= coefficients_r[15];
      8'd16:    read_value  <= coefficients_r[16];
      8'd17:    read_value  <= coefficients_r[17];
      8'd18:    read_value  <= coefficients_r[18];
      8'd19:    read_value  <= coefficients_r[19];
      8'd20:    read_value  <= coefficients_r[20];
      8'd21:    read_value  <= coefficients_r[21];
      8'd22:    read_value  <= coefficients_r[22];
      8'd23:    read_value  <= coefficients_r[23];
      8'd24:    read_value  <= coefficients_r[24];
      8'd25:    read_value  <= coefficients_r[25];
      8'd26:    read_value  <= coefficients_r[26];
      8'd27:    read_value  <= coefficients_r[27];
      8'd28:    read_value  <= coefficients_r[28];
      8'd29:    read_value  <= coefficients_r[29];
      8'd30:    read_value  <= coefficients_r[30];
      8'd31:    read_value  <= coefficients_r[31];
      default:  read_value  <= '0;
    endcase
  end
end
always_ff @(posedge Clk or posedge Reset) begin
  if (Reset) begin
    din_r <= '0;
  end 
  else begin
    din_r <= Din;
  end
end
always_ff @(posedge Clk or posedge Reset) begin
  if (Reset) begin
    for (l = 0; l < NUMTAPS; l=l+1) begin
      sum_r[l] <= '0;
    end    
  end
  else begin
    sum_r[0] <= product_c[0];
    for (i = 1; i < NUMTAPS; i=i+1) begin
      sum_r[i] <= sum_r[i-1] + $signed(product_c[i]);
    end
  end
end
assign Dout = sum_r[31][22:11];
endmodule
module mult12x12 (
  input  logic [11:0] Din,
  input  logic [11:0] Coeff,
  output logic [23:0] Product
);
localparam XOR_VAL = 24'hFFFFFF;
logic [11:0][23:0]  next_r;
logic [23:0] 	      next_r2;
logic [11:0]        b;
genvar  i;
integer j;
generate
  for (i=0; i < 12; i++) begin
    assign next_r[i] = (b[i] == 1) ? (Din << i) : 24'd0;
  end
endgenerate
always_comb begin
  if (Coeff[11]) begin
    b = (Coeff ^ XOR_VAL) + 12'd1;
    Product = (next_r2 ^ XOR_VAL) + 12'd1;
  end
  else begin
    b = Coeff;
    Product = next_r2;
  end
end
always_comb begin
  next_r2 = '0;
  for (j = 0; j < 12; j=j+1) begin
    next_r2 = next_r2 + next_r[j];
  end
end
endmodule
==> /design/flow/run.sh <==
#!/bin/bash
# OpenROAD 26Q1-2900-gdf79404cd8, Yosys 0.63+post, stock flow scripts
make -C /OpenROAD-flow-scripts/flow DESIGN_CONFIG=/design/flow/config.mk WORK_HOME=/design/flow/orfs finish
==> /design/flow/config.mk <==
export PLATFORM = sky130hd
export DESIGN_NAME = filter_top
export DESIGN_NICKNAME = filter_top
export VERILOG_FILES = /design/flow/design.v
export SDC_FILE = /design/flow/constraint.sdc
export NUM_CORES = 4
export LEC_CHECK = 1
export CORE_UTILIZATION = 40
==> /design/flow/constraint.sdc <==
current_design filter_top

set clk_period 30.1
set clk_io_pct 0.2

create_clock -name clk0 -period $clk_period [get_ports {Clk}]
create_clock -name clk1 -period $clk_period [get_ports {SCK}]

set non_clock_inputs [all_inputs -no_clocks]
set_input_delay [expr $clk_period * $clk_io_pct] -clock clk0 $non_clock_inputs
set_output_delay [expr $clk_period * $clk_io_pct] -clock clk0 [all_outputs]
==> results.txt <==
run results: status completed, most used flip-flop cell dfrtp_1, Total Wirelength 643 mm, CP Data Required Time 15.57 ns, OpenROAD warnings 69, CP Capture Type asynchronous set/reset pin, cell total in the yosys stat output 25505, Fill cells 54137, mapped cell area 228000 um2, Starting DRT DRC Count 8821, Hold Startpoint spi.store3[6], Slew @ Worst Pin roughly 0.99 ns, postcts setup bufs 0, clock skew roughly 0.077 ns, vias roughly 170k, Worst-path clk slew 0.05 ns, syn avg cell area 8.95 um2, Final GP Congestion just under 1, DP HPWL 515 mm, Sink Count between 1000 and 1500, reg2reg start spi.read_address[5], die area ~570000 um2, Pleak 118 nW, hold crit path type flop to flop, GRT Total Usage 0.241, area of the core around 570000 um2, Worst VDD drop 0.0000430 V, pin count of the biggest net entering global routing 137, Synth flops between 1000 and 1500, Startpoint Class input pin, Row Count 277, Setup CP Type input pin to asynchronous set/reset pin, DP Worst Slack 6.27 ns, fp util 0.402, number of global-route vias before repair 176815, PostCTS Resize Cnt 0, Final ANT Viol Nets 0, Yosys Chip Area roughly 230000 um2, Hold Violations, Final 0, Post-synth EDFFs 32, Via density 5.27, Async SR Flop Fraction 0.973, die x size 758 um, power per cell area approximately 16 nW/um2, grt ovf 0, CP max FO 49, r2r worst-path depth 7, RSZ-0062 raised after global routing false, yosys warns 3, first-pass GRT wire length 1030 mm, # hold bufs at CTS 0, number of port buffers 28, Die Y about 760 um, Tot Pwr 3.89 mW, Max Cap Viol 0, final worst slack about 6.7 ns, initial antenna violation count 26, Post-Syn Instances 25505, CTS tree built, Routed wire per std cell 19.6 um, drt pass-1 iters 6, Cell Area, Placed 239000 um2, Crit. Startpoint Reset, post-synthesis sequential area ratio 0.132, post-route cell area 244000 um2, final slew viol count 0, P&R area growth vs syn 7.02%, Worst Path Arrival 8.84 ns, Largest register FFs 725, layout cells sized above 1 0.0607, final setup vio count 0, DRC viols 0, Cell Type Count 96, hold depth 2, Ports 30, Slew HR 0.334
## synthesized netlist by cell type (all sizes together) (33+ instances only)
cell type / number / area, um2
nand2: 3622 / 13600
fa: 3254 / 65100
inv: 3196 / 12000
ha: 2483 / 31100
xnor2: 1621 / 14200
clkbuf: 1156 / 4340
dfrtp: 1133 / 28400
and2: 1092 / 6830
o21ai: 861 / 4310
nor2b: 839 / 5250
nor2: 825 / 3100
a21oi: 720 / 3600
nand2b: 464 / 2900
xor2: 458 / 4010
mux2: 357 / 4020
nor3: 352 / 1760
o31ai: 279 / 2110
a21o: 272 / 2040
nand3: 246 / 1230
or3: 241 / 1510
o21a: 200 / 1500
a211oi: 135 / 1020
or2: 130 / 813
o21bai: 121 / 908
a22oi: 117 / 878
and3: 99 / 619
a31oi: 94 / 588
o41ai: 80 / 716
nor4: 71 / 444
or4: 71 / 537
o211ai: 67 / 503
nand4: 63 / 394
a221oi: 53 / 464
buf: 50 / 234
o31a: 45 / 394
a22o: 44 / 385
nand3b: 42 / 315
a21boi: 35 / 263
dfrtn: 34 / 851
a211o: 33 / 289
## layout make-up
class                      instances  area (um2)  share of cell area
multi-input combinational      19901      182000               0.744
sequential                      1199       30200               0.124
inverter                        3198       12000              0.0491
tap                             7533        9430              0.0386
timing repair buffer             683        5270              0.0216
clock buffer                     197        4330              0.0177
clock inverter                   120        1200             0.00490
antenna                           16        40.0            0.000164
## worst paths after layout
check / slack (ns) / endpoint
worst max-delay path: 6.73 / spi.store1[5]
worst min-delay path: 0.43 / spi.store3[6]
worst max register to register: 12.49 / fir_filter.read_value[0]
worst min register to register: 0.43 / spi.store3[6]
max in group clk1: 6.76 / spi.byte_received[7]
max in group clk0: 7.76 / MISO
min in group clk0: 0.48 / fir_filter.sum_r[432]
min in group asynchronous: 6.07 / fir_filter.sum_r[61]
## logic make-up (layout without fill, tap and decap cells)
logic type | count (synthesis) | count (layout) | synth area share
xor gates and xnor gates | 2090 | 2090 | 0.0808
adders and majority gates | 5737 | 5737 | 0.421
DFF | 1199 | 1199 | 0.132
AOI/OAI and AO/OA | 3421 | 3421 | 0.0981
muxes | 373 | 373 | 0.0183
and+or+nand+nor | 8280 | 8280 | 0.177
other | 0 | 16 | 0
buffers and inverters | 4405 | 4198 | 0.0726
## per-layer routing
metal / track usage / vias to the layer above / wire length (um)
li1: - / 81663 / -
met1: 0.347 / 86060 / 282000
met2: 0.362 / 4747 / 286000
met3: 0.0888 / 705 / 58900
met4: 0.0480 / 12 / 16600
met5: 0.00167 / - / 168
## power breakdown
part	internal, mW	leakage (nW)	switching [mW]
Sequential	1.62	16.6	0.0165
Combinational	0.0413	98.5	0.178
Clock	1.16	2.81	0.869
## critical path: stages
cell             delay, ns
clkdlybuf4s50_1       0.75
clkinvlp_4            0.70
buf_4                 0.65
buf_4                 0.67
## metrics by stage
stage / hold slack [ns] / utilization / cells / setup TNS (ns)
2_1_floorplan: 0.351 / - / 25505 / -341.48
3_3_place_gp: 0.445 / 0.420 / 32515 / 0
3_5_place_dp: 0.432 / 0.420 / 32515 / 0
4_1_cts: 0.432 / 0.430 / 32831 / 0
5_1_grt: 0.478 / 0.430 / 32832 / 0
6_report: 0.433 / 0.430 / 32847 / 0
## layout by cell type (no fill, tap or decap), types with 70 or more instances in the layout
cell,synthesis,final
nand2_1,3622,3622
fa_1,3254,3254
inv_1,3196,3226
ha_1,2483,2483
xnor2_1,1621,1619
dfrtp_1,1133,1121
and2_1,1091,1091
o21ai_0,854,846
nor2b_1,839,839
nor2_1,825,825
a21oi_1,720,720
buf_4,12,649
nand2b_1,464,464
xor2_1,458,456
mux2_2,357,357
nor3_1,352,339
o31ai_1,278,278
a21o_1,272,272
nand3_1,246,246
or3_1,239,239
o21a_1,200,200
clkbuf_16,0,161
a211oi_1,134,134
or2_2,129,129
o21bai_1,121,120
a22oi_1,117,117
and3_1,99,99
a31oi_1,94,94
o41ai_1,78,78
or4_1,70,70
Power and IR drop assume default switching activity.
