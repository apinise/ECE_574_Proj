**flow/design.v**
```verilog
module mult_primitive (
  input   logic signed  [12:0]  Din,
  input   logic signed  [11:0]  Coeff,
  output  logic signed  [24:0]  Product
);
always_comb begin
  Product = $signed(Din) * $signed(Coeff);
end
endmodule
```
**flow/run.sh**
```bash
#!/bin/bash
# OpenROAD 26Q1-2900-gdf79404cd8, Yosys 0.63+post, stock flow scripts
make -C /OpenROAD-flow-scripts/flow DESIGN_CONFIG=/design/flow/config.mk WORK_HOME=/design/flow/orfs finish
```
**flow/config.mk**
```make
export PLATFORM = sky130hd
export DESIGN_NAME = mult_primitive
export DESIGN_NICKNAME = mult_primitive
export VERILOG_FILES = /design/flow/design.v
export SDC_FILE = /design/flow/constraint.sdc
export NUM_CORES = 4
export LEC_CHECK = 1
export CORE_UTILIZATION = 40
```
**flow/constraint.sdc**
```tcl
current_design mult_primitive

set clk_period 9.8
set clk_io_pct 0.2

create_clock -name clk0 -period $clk_period

set non_clock_inputs [all_inputs -no_clocks]
set_input_delay [expr $clk_period * $clk_io_pct] -clock clk0 $non_clock_inputs
set_output_delay [expr $clk_period * $clk_io_pct] -clock clk0 [all_outputs]
```
==> results_tabular.tex <==
% Table of physical implementation metrics
\begin{tabular}{lr}
\hline
Metric & Value \\
\hline
\multicolumn{2}{l}{\textbf{Outcome}} \\
\quad Result of the run & completed \\
\multicolumn{2}{l}{\textbf{Setup path}} \\
\quad Signal arrival time at the worst endpoint & 7.61 ns \\
\quad Classification of the worst setup path & in -> out \\
\quad CP startpoint kind & input pin \\
\quad Capturing element type of the critical path & output port \\
\quad Data required time at the worst endpoint & between 7 and 8 ns \\
\quad Max Fanout on Critical Path & 12 \\
\multicolumn{2}{l}{\textbf{Floorplanning}} \\
\quad Core area & 14,500 µm² \\
\quad Number of rows in the core area & between 40 and 50 \\
\quad Height of the die & between 100 and 150 µm \\
\quad Overall chip area & 15,300 µm² \\
\quad Starting Density & between 40 and 50\% \\
\quad Boundary Pins & 50 \\
\quad Die Span X & between 100 and 150 µm \\
\multicolumn{2}{l}{\textbf{Route}} \\
\quad Vias per Instance & slightly below 5 \\
\quad First DRT Iteration DRCs & 183 \\
\quad Antenna cells & 0 \\
\quad Final routed wire length divided by cell count & roughly 13 µm \\
\quad Tally of nets with antenna violations remaining after routing & 0 \\
\quad Vias & about 4,600 \\
\quad Number of iterations in the first detailed-routing pass & 6 \\
\quad Remaining routing DRC violations & 0 \\
\quad Drt total wl & 12,200 µm \\
\multicolumn{2}{l}{\textbf{Synthesis}} \\
\quad Unique masters post-synth & about 52 \\
\quad Cell taking the most area after synthesis & sky130\_fd\_sc\_hd\_\_fa\_1 \\
\quad Seq/Total Area, Yosys & 0\% \\
\quad Cell area after technology mapping & 5920 µm² \\
\quad Top cell type's share of synthesized area & roughly half \\
\quad Chip area estimate from yosys synthesis & 5920 µm² \\
\quad Synthesis Warnings & 1 \\
\quad Main area contributors & sky130\_fd\_sc\_hd\_\_fa\_1, sky130\_fd\_sc\_hd\_\_inv\_1, sky130\_fd\_sc\_hd\_\_ha\_1 \\
\quad Library cell with the highest instance count after synthesis & sky130\_fd\_sc\_hd\_\_inv\_1 \\
\quad Post-Synthesis Mean Instance Area & roughly 8.7 µm² \\
\quad Number of cells in Yosys stat & 684 \\
\quad Number of instances in the synthesized netlist & a little under 700 \\
\quad Most used standard cells in the synthesized netlist & sky130\_fd\_sc\_hd\_\_inv\_1, sky130\_fd\_sc\_hd\_\_fa\_1, sky130\_fd\_sc\_hd\_\_nand2\_1 \\
\multicolumn{2}{l}{\textbf{Hold path}} \\
\quad Worst hold start & Coeff[0] \\
\quad Hold Crit Class & in -> out \\
\quad Endpoint of the worst hold path & Product[0] \\
\quad Cell depth of the worst min-delay path & 4 \\
\multicolumn{2}{l}{\textbf{Place}} \\
\quad Gpl congestion & between 0.9 and 1 \\
\quad Total of buffers placed on input and output ports & around 50 \\
\quad Post-DP HPWL & roughly 11,000 µm \\
\multicolumn{2}{l}{\textbf{STA}} \\
\quad Final min period & around 9.6 ns \\
\quad Count of pins over their slew limit & 0 \\
\quad Endpoints failing setup & 0 \\
\quad Achievable Freq & 104 MHz \\
\quad Final worst hold slack & around 4.8 ns \\
\quad Final count of hold timing violations & 0 \\
\quad Worst-Margin Slew & roughly 0.46 ns \\
\quad Relative slew margins & around 70\% \\
\quad Setup repair after global routing missed its margin & no \\
\quad Total negative slack & 0 ns \\
\quad Fin crit share & between 90\% and 100\% \\
\multicolumn{2}{l}{\textbf{Global routing}} \\
\quad Total global-route track usage & 18.3\% \\
\quad Antenna violations before repair & 0 \\
\quad Pin count of the biggest net entering global routing & 14 \\
\quad Number of global-route vias before repair & between 4,000 and 5,000 \\
\quad Global-route congestion overflow total & 0 \\
\quad Wire length of the first global-routing pass & about 21,000 µm \\
\multicolumn{2}{l}{\textbf{Finish}} \\
\quad Number of sequential storage elements & 0 \\
\quad Clock buffer instance count of the final layout & 0 \\
\quad Layout cell share with drive strength beyond 1 & 7.57\% \\
\quad Number of fill cells in the layout & roughly 1,300 \\
\quad Final design utilization & 48.1\% \\
\quad Sequential standard cell area & 0 µm² \\
\quad Signed area change from the synthesized netlist to the final layout & 17.6\% \\
\quad MI comb area & 5110 µm² \\
\multicolumn{2}{l}{\textbf{Job}} \\
\quad OpenROAD warnings & 32 \\
\quad Maximum capacitance violations & 0 \\
\multicolumn{2}{l}{\textbf{CTS}} \\
\quad Hold\_buf cts & 0 \\
\hline
\end{tabular}
## area by class of cell
cell class | count | share of cell area [%]
Multi-Input combinational cell | 465 | 73.5
Timing Repair Buffer | 94 | 12.7
Inverter | 194 | 10.5
Tap cell | 184 | 3.31
## layer usage
metal  vias up  GRT usage, %  share of wire [%]  wire (µm)
met3        12          2.20                4.1        495
met2       101          30.4                 53       6400
met1      2290          27.7                 42       5080
met5         -             0                  0          0
met4         0          2.64                1.7        205
li1       2153             -                  -          -
## how the worst max path moves through the flow
| stage | start | end | slack, ns | cells past startpoint |
|---|---|---|---|---|
| 5_1_grt | Coeff[3] | Product[21] | 0.003 | 19 |
| 4_1_cts | Din[9] | Product[24] | 0.05 | 19 |
| 6_report | Coeff[7] | Product[21] | 0.23 | 19 |
## what timing repair did
action | in CTS | in global routing
setup endpoints to repair | 1 | 5
gates cloned | 0 | 1
pin swaps | 0 | 4
setup buffers | 0 | 1
gates resized | 1 | 20
## placed cells by master, fill, tap and decap left out, types with 3 or more instances in the layout
cell,count
sky130_fd_sc_hd__clkdlybuf4s50_1,41
sky130_fd_sc_hd__o21ai_1,3
sky130_fd_sc_hd__nand3_1,4
sky130_fd_sc_hd__ha_1,53
sky130_fd_sc_hd__fa_1,147
sky130_fd_sc_hd__and2_1,45
sky130_fd_sc_hd__o21a_1,3
sky130_fd_sc_hd__nand2b_1,5
sky130_fd_sc_hd__nor4_1,3
sky130_fd_sc_hd__xnor2_1,16
sky130_fd_sc_hd__buf_6,5
sky130_fd_sc_hd__dlymetal6s2s_1,9
sky130_fd_sc_hd__a21oi_1,12
sky130_fd_sc_hd__inv_1,191
sky130_fd_sc_hd__nor3_1,6
sky130_fd_sc_hd__o211ai_1,4
sky130_fd_sc_hd__nand2_1,100
sky130_fd_sc_hd__nor2_1,18
sky130_fd_sc_hd__buf_4,37
## cells by family (layout without fill, tap and decap cells)
logic type,after synthesis,in the layout,synth area share [%]
fa+ha+maj,201,201,61.3
compound gates,53,53,6.72
buf+inv,219,288,13.9
simple gates,193,193,15.4
xor+xnor,18,18,2.66
## stage by stage
stage	area [µm²]	std cells	worst slack [ns]
after CTS	6890	935	0.0499
after floorplan	5920	684	1.06
after global routing	6960	937	0.00265
after detailed placement	6880	935	0.0198
after global placement	6880	935	0.00652
final	6960	937	0.226
## critical path: stages
cell                              delay (ns)
sky130_fd_sc_hd__clkdlybuf4s50_1        0.49
sky130_fd_sc_hd__buf_6                  0.17
sky130_fd_sc_hd__nand2_1                0.08
sky130_fd_sc_hd__fa_1                   0.50
sky130_fd_sc_hd__inv_1                  0.06
sky130_fd_sc_hd__fa_1                   0.59
sky130_fd_sc_hd__fa_1                   0.44
sky130_fd_sc_hd__fa_1                   0.49
sky130_fd_sc_hd__inv_1                  0.05
sky130_fd_sc_hd__fa_1                   0.47
sky130_fd_sc_hd__inv_1                  0.04
sky130_fd_sc_hd__ha_1                   0.31
sky130_fd_sc_hd__a21oi_1                0.18
sky130_fd_sc_hd__o221ai_1               0.16
sky130_fd_sc_hd__a221o_1                0.35
sky130_fd_sc_hd__o21a_1                 0.22
sky130_fd_sc_hd__or4_1                  0.41
sky130_fd_sc_hd__o311ai_1               0.11
sky130_fd_sc_hd__clkdlybuf4s50_1        0.51
